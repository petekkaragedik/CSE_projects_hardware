===== design/flow/design.v =====
module CLA_15bit_top (
  input  [14:0] A   ,
  input  [14:0] B   ,
  input         mode,  
  output [14:0] S   ,
  output        Cout,
  output        OVF
);
  wire [14:0] B_forsubstraction =  B^{15{mode}};
  wire [4:0] carry;
  assign carry[0] = mode;  
  CLA_3bit cla0 (.C(A[2:0]), .D(B_forsubstraction[2:0]), .Cin(carry[0]), .mode(mode), .RES(S[2:0]), .Carry(carry[1]));
  CLA_3bit cla1 (.C(A[5:3]), .D(B_forsubstraction[5:3]), .Cin(carry[1]), .mode(mode), .RES(S[5:3]), .Carry(carry[2]));
  CLA_3bit cla2 (.C(A[8:6]), .D(B_forsubstraction[8:6]), .Cin(carry[2]), .mode(mode), .RES(S[8:6]), .Carry(carry[3]));
  CLA_3bit cla3 (.C(A[11:9]), .D(B_forsubstraction[11:9]), .Cin(carry[3]), .mode(mode), .RES(S[11:9]), .Carry(carry[4]));
  CLA_3bit cla4 (.C(A[14:12]), .D(B_forsubstraction[14:12]), .Cin(carry[4]), .mode(mode), .RES(S[14:12]), .Carry(Cout));
  assign OVF = (A[14] & B_forsubstraction[14] & ~S[14]) | (~A[14] & ~B_forsubstraction[14] & S[14]);
endmodule 
module CLA_3bit (
  input  [2:0] C    ,
  input  [2:0] D    ,
  input        Cin  ,
  input        mode ,  
  output [2:0] RES  ,
  output       Carry
);
  wire [2:0] P, G, D_forsubstraction;
  wire [2:0] carrie;  
  assign P = C^D;
  assign G = C&D;
  assign carrie[0] = Cin;
  assign carrie[1] = G[0] | (P[0] & carrie[0]);
  assign carrie[2] = G[1] | (P[1] & carrie[1]);
  assign Carry = G[2] | (P[2] & carrie[2]);
  assign RES = P^carrie;
endmodule 

===== design/flow/run.sh =====
#!/bin/bash
# OpenROAD 26Q1-2900-gdf79404cd8, Yosys 0.63+post, stock flow scripts
make -C /OpenROAD-flow-scripts/flow DESIGN_CONFIG=/design/flow/config.mk WORK_HOME=/design/flow/orfs finish

===== design/flow/config.mk =====
export PLATFORM = sky130hd
export DESIGN_NAME = CLA_15bit_top
export DESIGN_NICKNAME = CLA_15bit_top
export VERILOG_FILES = /design/flow/design.v
export SDC_FILE = /design/flow/constraint.sdc
export NUM_CORES = 4
export LEC_CHECK = 1
export CORE_AREA = 10 10 74 74
export DIE_AREA = 0 0 84 84

===== design/flow/constraint.sdc =====
current_design CLA_15bit_top

set clk_period 19.2
set clk_io_pct 0.2

create_clock -name clk0 -period $clk_period

set non_clock_inputs [all_inputs -no_clocks]
set_input_delay [expr $clk_period * $clk_io_pct] -clock clk0 $non_clock_inputs
set_output_delay [expr $clk_period * $clk_io_pct] -clock clk0 [all_outputs]

==> impl_metrics.csv <==
group,metric,value,unit
layout,layout.cells.non_filler,161,
final_timing,hold_violations,0,
synthesis,synth_cell_type_count,9,
synthesis,ys_chip_area,603,sq um
drt,drc,0,
grt,gr-usage-all-layers,0.0497,
floorplan,dieWidth,84,um
critical_path,cp_data_arrival_time,10.89,ns
drt,wl_per_cell,10.9,um
pwr,peakVddDrop,0.0000143,V
grt,grt_antenna_before_repair,0,
pwr,p_total,42.6,uW
floorplan,num_rows,23,
drt,ant_nets,0,
layout,syn_to_final_growth,86.1,%
drt,routed_wirelength,1750,um
layout,design.seq.count,0,
flow_run,drv_cap,0,
placement,place.gp.congestion,0.723,
layout,clkbuf_count,0,
final_timing,rsz0062_at_grt,"false",
synthesis,synth_seq_share,0,
min_path,worst_hold_path_type,"input pin to output pin",
layout,drive_above_1_share,0.0180,
floorplan,dieArea,0.00706,sq mm
floorplan,ios,48,
drt,dr.first_iter.drc_count,1,
synthesis,yosys.area_share.adder,0.506,
final_timing,clock.fmax,67.9,MHz
synthesis,ys_cells,64,
synthesis,synth-simple-area-share,0,
synthesis,mux_share,0.0353,
grt,grt_max_degree,15,
critical_path,startpoint_type,"input pin",
final_timing,layout_min_cycle_time,14.73,ns
final_timing,drv_slew,0,
final_timing,finalSetupViolCount,0,
drt,dr_wl_met2,844,um
layout,seqCellArea,0,sq um
synthesis,most_common_cell,"inv_1",
outcome,status,"completed",
final_timing,relSlewSlack,0.834,
min_path,hold_path_startpoint,"A[0]",
synthesis,synthCells,64,
final_timing,min_period_over_period,0.767,
flow_run,warnings,34,
drt,diodes,0,
floorplan,initial_utilization,0.152,
floorplan,core,0.00397,sq mm
critical_path,end_kind,"output pin",
pwr,powerDensity,37.9,mW/mm^2
pwr,leakagePower,0.000507,uW
synthesis,netlist_area,603,sq um
synthesis,synth_top_area_share,0.465,
critical_path,cp_max_fo,3,
drt,route.met3.wl,228,um
final_timing,fin_setup_tns,0,ns
synthesis,top_logic_kind,"adder cells",
clock_network,cts_hold_buf,0,
synthesis,synth.area.top_cells,"fa_1 46%, xnor2_1 20%, inv_1 17%",
drt,wl_met1,674,um
critical_path,critical_path_class,"input pin to output pin",
synthesis,synthTopCellsByCount,"28 x inv_1, 14 x fa_1, 14 x xnor2_1, 2 x ha_1, 2 x xor2_1",
critical_path,crit_required,15.36,ns
grt,overflow,0,
synthesis,compound_area_frac,0,
clock_network,cts-resized-gates,0,
synthesis,ys_sh_xor,0.232,
placement,port_buffers,48,
synthesis,syn_avg_cell_area,9.42,sq um
placement,placed_cells,161,
drt,firstDrtPassIters,2,
drt,vias,518,
grt,grt_pass1_wl,2950,um
clock_network,postCtsSetupBuffers,0,
placement,dp_hpwl,1680,um
min_path,worstHoldEndpoint,"S[0]",
floorplan,die_h,84,um
drt,maxUsedRoutingLayer,"met3",
drt,avgViaCountPerCell,3.22,
final_timing,tightest_slew,0.248,ns
synthesis,yosysWarningCount,0,
min_path,whs_path_depth,3,
synthesis,top_area_cell,"fa_1",
grt,grt_pass1_vias,585,
layer usage:
| metal | vias up | global-route usage |
|---|---|---|
| li1 | 260 | - |
| met5 | - | 0 |
| met1 | 230 | 0.0579 |
| met2 | 28 | 0.0850 |
| met3 | 0 | 0.0246 |
| met4 | 0 | 0 |
logic make-up (layout without fill, tap and decap cells):
kind of cell	after synthesis	after routing
buf+inv	30	77
xor+xnor	16	16
fa+ha+maj	16	16
mux	2	2
worst max path at each step:
| stage | from | slack (ns) | endpoint |
|---|---|---|---|
| global route | mode | 4.21 | OVF |
| finish | mode | 4.47 | OVF |
| CTS | mode | 4.34 | OVF |
worst max-delay path: stages:
cell	delay [ns]
clkdlybuf4s50_1	0.57
xnor2_1	0.12
fa_1	0.43
fa_1	0.39
fa_1	0.39
fa_1	0.42
fa_1	0.40
fa_1	0.40
fa_1	0.40
fa_1	0.39
fa_1	0.38
fa_1	0.39
fa_1	0.40
fa_1	0.40
fa_1	0.37
inv_1	0.07
fa_1	0.43
mux2_2	0.23
clkdlybuf4s50_1	0.47
layout by cell type (no fill, tap or decap), drive strengths merged:
| master | synthesis | final |
|---|---|---|
| clkdlybuf4s50 | 0 | 48 |
| ha | 2 | 2 |
| inv | 28 | 28 |
| xor2 | 2 | 2 |
| fa | 14 | 14 |
| mux2 | 1 | 1 |
| mux2i | 1 | 1 |
| xnor2 | 14 | 14 |
| buf | 2 | 1 |
cell type report:
type,count,area (sq um)
fillers,419,2850
repair buffers,49,488
multi-input cells,34,467
inverters,28,105
well taps,50,62.6
per-stage QoR:
| stage | worst slack, ns | util | area, sq um | hold WS [ns] |
|---|---|---|---|---|
| detailed placement | 4.35 | 0.283 | 1120 | 8.65 |
| floorplan | 5.47 | - | 603 | 7.71 |
| global route | 4.21 | 0.283 | 1120 | 8.69 |
| finish | 4.47 | 0.283 | 1120 | 8.65 |
| CTS | 4.34 | 0.283 | 1120 | 8.65 |
| global placement | 4.36 | 0.283 | 1120 | 8.65 |
report_power, final:
part | internal (uW) | total [uW] | switching, uW
registers | 0 | 0 | 0
clock network | 0 | 0 | 0
logic | 29.7 | 42.6 | 12.9
Power is estimated from default activity; no workload was simulated.
