==> config.mk <==
export PLATFORM = sky130hd
export DESIGN_NAME = battleship
export DESIGN_NICKNAME = battleship
export VERILOG_FILES = /design/flow/design.v
export SDC_FILE = /design/flow/constraint.sdc
export NUM_CORES = 4
export LEC_CHECK = 1
export CORE_UTILIZATION = 30
==> design.v <==
module battleship (
  input            clk  ,
  input            rst  ,
  input            start,
  input      [1:0] X    ,
  input      [1:0] Y    ,
  input            pAb  ,
  input            pBb  ,
  output reg [7:0] disp0,
  output reg [7:0] disp1,
  output reg [7:0] disp2,
  output reg [7:0] disp3,
  output reg [7:0] led
);
reg [15:0] mapA;
reg [15:0] mapB;
reg [2:0] Score_A, Score_B;
reg [2:0] input_count;
reg Z;
reg start_timer;
reg timer;  
reg [7:0] timer_count;
reg [3:0] curr_state;
parameter [3:0] IDLE = 4'b0000;
parameter [3:0] SHOW_A = 4'b0001;
parameter [3:0] A_IN = 4'b0010;
parameter [3:0] ERROR_A = 4'b0011;
parameter [3:0] SHOW_B = 4'b0100;
parameter [3:0] B_IN = 4'b0101;
parameter [3:0] ERROR_B = 4'b0110;
parameter [3:0] SHOW_SCORE = 4'b0111;
parameter [3:0] A_SHOOT = 4'b1000;
parameter [3:0] A_SINK = 4'b1001;
parameter [3:0] A_WIN = 4'b1010;
parameter [3:0] B_SHOOT = 4'b1011;
parameter [3:0] B_SINK = 4'b1100;
parameter [3:0] B_WIN = 4'b1101;
always @(posedge clk or posedge rst) begin
  if (rst) begin
    timer <= 0;
    timer_count <= 0;
  end else if (start_timer) begin
    if (timer_count == 50) begin
      timer <= 1;
      timer_count <= 0;
    end else begin
      timer_count <= timer_count + 1;
      timer <= 0;
    end
  end else begin
    timer <= 0;
  end
end
always @ (posedge clk or posedge rst) begin
  if(rst)begin
    curr_state <= IDLE;
    mapA <= 16'b0;
    mapB <= 16'b0;
    input_count <= 3'b0;
    Score_A <= 3'b000;
    Score_B <= 3'b000;
    Z <= 0;
    start_timer <= 0;
    shoot_flag <= 0;
  end
  else begin
    case (curr_state) 
      IDLE: begin
        if (start) begin
          curr_state <= SHOW_A;
        end
        else begin
          curr_state <= IDLE;
        end
      end
      SHOW_A: begin
        start_timer <= 1;
          if(timer) begin
            start_timer <= 0;
            curr_state <= A_IN;
          end
          else begin
            curr_state <= SHOW_A;
          end
        end
      A_IN: begin
        start_timer <= 0;
        if (pAb) begin
          if (mapA[4*Y+X]) begin
            curr_state <= ERROR_A;
          end
          else begin
            if (input_count > 2) begin
              mapA[4*Y+X] <= 1;
              input_count <= 0;
              curr_state <= SHOW_B;
            end
            else begin
              mapA[4*Y+X] <= 1;
              input_count <= input_count + 1;
              curr_state <= A_IN;
            end
          end
        end
        else begin
          curr_state <= A_IN;
        end
      end
      ERROR_A: begin
        start_timer <= 1;
        if (timer) begin
          start_timer <= 0;
          curr_state <= A_IN;
        end
        else begin
          curr_state <= ERROR_A;
        end
      end
      SHOW_B: begin
        start_timer <= 1;
        if(timer) begin
          start_timer <= 0;
          curr_state <= B_IN;
        end
        else begin
          curr_state <= SHOW_B;
        end
      end
      B_IN: begin
        start_timer <= 0;
        if (pBb) begin
          if (mapB[4*Y+X]) begin
            curr_state <= ERROR_B;
          end
          else begin
            if (input_count > 2) begin
              mapB[4*Y+X] <= 1;
              curr_state <= SHOW_SCORE;
            end
            else begin
              mapB[4*Y+X] <= 1;
              input_count <= input_count + 1;
              curr_state <= B_IN;
            end
          end
        end
        else begin
          curr_state <= B_IN;
        end
      end
      ERROR_B: begin
        start_timer <= 1;
        if (timer) begin
          start_timer <= 0;
          curr_state <= B_IN;
        end
        else begin
          curr_state <= ERROR_B;
        end
      end
      SHOW_SCORE: begin
        start_timer <= 1;
        if (timer) begin
          start_timer <= 0;
          curr_state <= A_SHOOT;
        end
        else begin
          curr_state <= SHOW_SCORE;
        end
      end
      A_SHOOT: begin
          if(pAb) begin
            if(mapB[4*Y+X]) begin
              Score_A <= Score_A + 1;
              Z <= 1;
              mapB[4*Y+X] <= 0;
              curr_state <= A_SINK;
            end
            else begin
              Score_A <= Score_A;
              Z <= 0;
              curr_state <= A_SINK;
            end
          end
          else begin
              curr_state <= A_SHOOT;
          end
      end
      A_SINK: begin
        start_timer <= 1;
        if (!timer) begin
          if(Z) begin
            curr_state <= A_SINK;
          end
          else begin
            curr_state <= A_SINK;
          end
        end
        else begin
          start_timer <= 0;
          if (Score_A > 3) begin
            curr_state <= A_WIN;
          end
          else begin
            curr_state <= B_SHOOT;
          end
        end
      end
      A_WIN: begin
        start_timer <= 1;
        if (timer) begin
          start_timer <= 0;
        end else begin
          curr_state <= A_WIN;
        end
      end
      B_SHOOT: begin
          if(pBb) begin
            if(mapA[4*Y+X]) begin
              Score_B <= Score_B + 1;
              Z <= 1;
              mapA[4*Y+X] <= 0;
              curr_state <= B_SINK;
            end
            else begin
              Score_B <= Score_B;
              Z <= 0;
              curr_state <= B_SINK;
            end
          end
          else begin
              curr_state <= B_SHOOT;
          end
        end
      B_SINK: begin
        start_timer <= 1;
        if (!timer) begin
          if(Z) begin
              curr_state <= B_SINK;
          end
          else begin
              curr_state <= B_SINK;
          end
        end
        else begin
          start_timer <= 0;
          if (Score_B > 3) begin
            curr_state <= B_WIN;
          end
          else begin
            curr_state <= A_SHOOT;
          end
        end
      end
      B_WIN: begin
        start_timer <= 1;
        if (timer) begin
          start_timer <= 0;
        end else begin
          curr_state <= B_WIN;
        end
      end
      default: curr_state <= IDLE;
    endcase
  end
end
always @* begin
  disp3 = 8'b00000000;
  disp2 = 8'b00000000;
  disp1 = 8'b00000000;
  disp0 = 8'b00000000;
  led = 8'b00000000;
  case (curr_state)
    IDLE: begin
      disp3 = 8'b00000110;
      disp2 = 8'b01011110;
      disp1 = 8'b00111000;
      disp0 = 8'b01111001;
      led[7] = 1;
      led[4] = 1;
      led[3] = 1;
      led[0] = 1;
      led[6] = 0;
      led[5] = 0;
      led[2] = 0;
      led[1] = 0;
      if(timer) begin
        led[7] = 0;
        led[4] = 0;
        led[3] = 0;
        led[0] = 0;
      end
      else begin
        led[7] = 1;
        led[4] = 1;
        led[3] = 1;
        led[0] = 1;
        led[6] = 0;
        led[5] = 0;
        led[2] = 0;
        led[1] = 0;
      end
    end
    SHOW_A: begin
      disp3 = 8'b01110111;
      disp2 = 8'b00000000;
      disp1 = 8'b00000000;
      disp0 = 8'b00000000;
      led[7] = 1;
      led[4] = 1;
      led[3] = 1;
      led[0] = 1;
      led[6] = 0;
      led[5] = 0;
      led[2] = 0;
      led[1] = 0;
      if(timer) begin
        led[7] = 0;
        led[4] = 0;
        led[3] = 0;
        led[0] = 0;
      end
      else begin
        led[7] = 1;
        led[4] = 1;
        led[3] = 1;
        led[0] = 1;
        led[6] = 0;
        led[5] = 0;
        led[2] = 0;
        led[1] = 0;
      end
    end
    A_IN: begin
      disp3 = 8'b00000000;
      disp2 = 8'b00000000;
      if (X == 0)begin
        disp1 = 8'b00111111;
      end else if(X == 1) begin
        disp1 = 8'b00000110;
      end else if(X == 2) begin
        disp1 = 8'b01011011;
      end else begin
        disp1 = 8'b01001111;
      end
      if (Y == 0)begin
        disp0 = 8'b00111111;
      end else if(Y == 1) begin
        disp0 = 8'b00000110;
      end else if(Y == 2) begin
        disp0 = 8'b01011011;
      end else begin
        disp0 = 8'b01001111;
      end
      led[7] = 1;
      led[6:4] = input_count;
      led[3:0] = 4'b0000;
    end
    ERROR_A: begin
      disp3 = 8'b01111001;
      disp2 = 8'b01010000;
      disp1 = 8'b01010000;
      disp0 = 8'b01011100;
      led[7] = 1;
      led[4] = 1;
      led[3] = 1;
      led[0] = 1;
      led[6] = 0;
      led[5] = 0;
      led[2] = 0;
      led[1] = 0;
      if (timer) begin
        led[7] = 0;
        led[4] = 0;
        led[3] = 0;
        led[0] = 0;
      end
      else begin
        led[7] = 1;
        led[4] = 1;
        led[3] = 1;
        led[0] = 1;
        led[6] = 0;
        led[5] = 0;
        led[2] = 0;
        led[1] = 0;
      end
    end
    SHOW_B: begin
      disp3 = 8'b01111100;
      disp2 = 8'b00000000;
      disp1 = 8'b00000000;
      disp0 = 8'b00000000;
      led[7] = 1;
      led[4] = 1;
      led[3] = 1;
      led[0] = 1;
      led[6] = 0;
      led[5] = 0;
      led[2] = 0;
      led[1] = 0;
      if(timer) begin
        led[7] = 0;
        led[4] = 0;
        led[3] = 0;
        led[0] = 0;
      end
      else begin
        led[7] = 1;
        led[4] = 1;
        led[3] = 1;
        led[0] = 1;
        led[6] = 0;
        led[5] = 0;
        led[2] = 0;
        led[1] = 0;
      end
    end
    B_IN: begin
      disp3 = 8'b00000000;
      disp2 = 8'b00000000;
      if (X == 0)begin
        disp1 = 8'b00111111;
      end else if(X == 1) begin
        disp1 = 8'b00000110;
      end else if(X == 2) begin
        disp1 = 8'b01011011;
      end else begin
        disp1 = 8'b01001111;
      end
      if (Y == 0)begin
        disp0 = 8'b00111111;
      end else if(Y == 1) begin
        disp0 = 8'b00000110;
      end else if(Y == 2) begin
        disp0 = 8'b01011011;
      end else begin
        disp0 = 8'b01001111;
      end
      led[0] = 1;
      led[3:1] = input_count;
      led[7:4] = 4'b0000;
    end
    ERROR_B: begin
      disp3 = 8'b01111001;
      disp2 = 8'b01010000;
      disp1 = 8'b01010000;
      disp0 = 8'b01011100;
      led[7] = 1;
      led[4] = 1;
      led[3] = 1;
      led[0] = 1;
      led[6] = 0;
      led[5] = 0;
      led[2] = 0;
      led[1] = 0;
      if (timer) begin
        led[7] = 0;
        led[4] = 0;
        led[3] = 0;
        led[0] = 0;
      end
      else begin
        led[7] = 1;
        led[4] = 1;
        led[3] = 1;
        led[0] = 1;
        led[6] = 0;
        led[5] = 0;
        led[2] = 0;
        led[1] = 0;
      end
    end
    SHOW_SCORE: begin
      if (timer) begin
        led[7] = 0;
        led[4] = 0;
        led[3] = 0;
        led[0] = 0;
        disp3 = 8'b00000000;
        disp2 = 8'b00000000;
        disp1 = 8'b00000000;
        disp0 = 8'b00000000;
      end
      else begin
        led[7] = 1;
        led[4] = 1;
        led[3] = 1;
        led[0] = 1;
        led[6] = 0;
        led[5] = 0;
        led[2] = 0;
        led[1] = 0;
        disp3 = 8'b00000000;
        disp2 = 8'b00111111;
        disp1 = 8'b01000000;
        disp0 = 8'b00111111;
      end
    end
    A_SHOOT: begin
      if(pAb) begin
        disp3 = 8'b00000000;
        disp2 = 8'b00000000;
        if (X == 0)begin
          disp1 = 8'b00111111;
        end else if(X == 1) begin
          disp1 = 8'b00000110;
        end else if(X == 2) begin
          disp1 = 8'b01011011;
        end else begin
          disp1 = 8'b01001111;
        end
        if (Y == 0)begin
          disp0 = 8'b00111111;
        end else if(Y == 1) begin
          disp0 = 8'b00000110;
        end else if(Y == 2) begin
          disp0 = 8'b01011011;
        end else begin
          disp0 = 8'b01001111;
        end
        led[7] = 1;
        led[6:4] = Score_A;
        led[3:1] = Score_B;
        led[0] = 0;
      end
      else begin
        disp3 = 8'b00000000;
        disp2 = 8'b00000000;
        if (X == 0)begin
          disp1 = 8'b00111111;
        end else if(X == 1) begin
          disp1 = 8'b00000110;
        end else if(X == 2) begin
          disp1 = 8'b01011011;
        end else begin
          disp1 = 8'b01001111;
        end
        if (Y == 0)begin
          disp0 = 8'b00111111;
        end else if(Y == 1) begin
          disp0 = 8'b00000110;
        end else if(Y == 2) begin
          disp0 = 8'b01011011;
        end else begin
          disp0 = 8'b01001111;
        end
        led[7] = 1;
        led[6:4] = Score_A;
        led[3:1] = Score_B;
        led[0] = 0;
       end
    end
    A_SINK: begin
      if (!timer) begin
        if(Z) begin
          disp3 = 8'b00000000;
          if (Score_A == 1)begin
            disp2 = 8'b00000110;
          end else if(Score_A == 2) begin
            disp2 = 8'b01011011;
          end else if(Score_A == 3) begin
            disp2 = 8'b01001111;
          end else if(Score_A == 4) begin
            disp2 = 8'b01100110;
          end else begin
            disp2 = 8'b00111111;
          end
          disp1 = 8'b01000000;
          if (Score_B == 1)begin
            disp0 = 8'b00000110;
          end else if(Score_B == 2) begin
            disp0 = 8'b01011011;
          end else if(Score_B == 3) begin
            disp0 = 8'b01001111;
          end else if(Score_B == 4) begin
            disp0 = 8'b01100110;
          end
          else begin
            disp0 = 8'b00111111;
          end
          led = 8'b11111111;
        end
        else begin
          disp3 = 8'b00000000;
          if (Score_A == 1)begin
            disp2 = 8'b00000110;
          end else if(Score_A == 2) begin
            disp2 = 8'b01011011;
          end else if(Score_A == 3) begin
            disp2 = 8'b01001111;
          end else if(Score_A == 4) begin
            disp2 = 8'b01100110;
          end else begin
            disp2 = 8'b00111111;
          end
          disp1 = 8'b01000000;
          if (Score_B == 1)begin
            disp0 = 8'b00000110;
          end else if(Score_B == 2) begin
            disp0 = 8'b01011011;
          end else if(Score_B == 3) begin
            disp0 = 8'b01001111;
          end else if(Score_B == 4) begin
            disp0 = 8'b01100110;
          end
          else begin
            disp0 = 8'b00111111;
          end
          led = 8'b00000000;
        end
      end
      else begin
        led = 8'b00000000;
      end
    end
    A_WIN: begin
      disp3 = 8'b01110111;
      if (Score_A == 1)begin
        disp2 = 8'b00000110;
      end else if(Score_A == 2) begin
        disp2 = 8'b01011011;
      end else if(Score_A == 3) begin
        disp2 = 8'b01001111;
      end else if(Score_A == 4) begin
        disp2 = 8'b01100110;
      end else begin
        disp2 = 8'b00111111;
      end
      disp1 = 8'b01000000;
      if (Score_B == 1)begin
        disp0 = 8'b00000110;
      end else if(Score_B == 2) begin
        disp0 = 8'b01011011;
      end else if(Score_B == 3) begin
        disp0 = 8'b01001111;
      end else if(Score_B == 4) begin
        disp0 = 8'b01100110;
      end
      else begin
        disp0 = 8'b00111111;
      end
      if (timer) begin
        led = 8'b00000000;
      end else begin
        led = 8'b11110000;
      end
    end
    B_SHOOT: begin
      if(pBb) begin
        disp3 = 8'b00000000;
        disp2 = 8'b00000000;
        if (Score_A == 1)begin
          disp2 = 8'b00000110;
        end else if(Score_A == 2) begin
          disp2 = 8'b01011011;
        end else if(Score_A == 3) begin
          disp2 = 8'b01001111;
        end else if(Score_A == 4) begin
          disp2 = 8'b01100110;
        end else begin
          disp2 = 8'b00111111;
        end
        disp1 = 8'b01000000;
        if (Score_B == 1)begin
          disp0 = 8'b00000110;
        end else if(Score_B == 2) begin
          disp0 = 8'b01011011;
        end else if(Score_B == 3) begin
          disp0 = 8'b01001111;
        end else if(Score_B == 4) begin
          disp0 = 8'b01100110;
        end
        else begin
          disp0 = 8'b00111111;
        end
        led[0] = 1;
        led[6:4] = Score_A;
        led[3:1] = Score_B;
        led[7] = 0;
      end
      else begin
        disp3 = 8'b00000000;
        disp2 = 8'b00000000;
        if (X == 0)begin
          disp1 = 8'b00111111;
        end else if(X == 1) begin
          disp1 = 8'b00000110;
        end else if(X == 2) begin
          disp1 = 8'b01011011;
        end else begin
          disp1 = 8'b01001111;
        end
        if (Y == 0)begin
          disp0 = 8'b00111111;
        end else if(Y == 1) begin
          disp0 = 8'b00000110;
        end else if(Y == 2) begin
          disp0 = 8'b01011011;
        end else begin
          disp0 = 8'b01001111;
        end
        led[7] = 0;
        led[6:4] = Score_A;
        led[3:1] = Score_B;
        led[0] = 1;
      end
    end
    B_SINK: begin
      if (!timer) begin
        if(Z) begin
          disp3 = 8'b00000000;
          if (Score_A == 1)begin
            disp2 = 8'b00000110;
          end else if(Score_A == 2) begin
            disp2 = 8'b01011011;
          end else if(Score_A == 3) begin
            disp2 = 8'b01001111;
          end else if(Score_A == 4) begin
            disp2 = 8'b01100110;
          end else begin
            disp2 = 8'b00111111;
          end
          disp1 = 8'b01000000;
          if (Score_B == 1)begin
            disp0 = 8'b00000110;
          end else if(Score_B == 2) begin
            disp0 = 8'b01011011;
          end else if(Score_B == 3) begin
            disp0 = 8'b01001111;
          end else if(Score_B == 4) begin
            disp0 = 8'b01100110;
          end
          else begin
            disp0 = 8'b00111111;
          end
          led = 8'b11111111;
        end
        else begin
          disp3 = 8'b00000000;
          if (Score_A == 1)begin
            disp2 = 8'b00000110;
          end else if(Score_A == 2) begin
            disp2 = 8'b01011011;
          end else if(Score_A == 3) begin
            disp2 = 8'b01001111;
          end else if(Score_A == 4) begin
            disp2 = 8'b01100110;
          end else begin
            disp2 = 8'b00111111;
          end
          disp1 = 8'b01000000;
          if (Score_B == 1)begin
            disp0 = 8'b00000110;
          end else if(Score_B == 2) begin
            disp0 = 8'b01011011;
          end else if(Score_B == 3) begin
            disp0 = 8'b01001111;
          end else if(Score_B == 4) begin
            disp0 = 8'b01100110;
          end
          else begin
            disp0 = 8'b00111111;
          end
          led = 8'b00000000;
        end
      end
      else begin
        led = 8'b00000000;
      end
    end
    B_WIN: begin
      disp3 = 8'b01111100;
      if (Score_A == 1)begin
        disp2 = 8'b00000110;
      end else if(Score_A == 2) begin
        disp2 = 8'b01011011;
      end else if(Score_A == 3) begin
        disp2 = 8'b01001111;
      end else if(Score_A == 4) begin
        disp2 = 8'b01100110;
      end else begin
        disp2 = 8'b00111111;
      end
      disp1 = 8'b01000000;
      if (Score_B == 1)begin
        disp0 = 8'b00000110;
      end else if(Score_B == 2) begin
        disp0 = 8'b01011011;
      end else if(Score_B == 3) begin
        disp0 = 8'b01001111;
      end else if(Score_B == 4) begin
        disp0 = 8'b01100110;
      end
      else begin
        disp0 = 8'b00111111;
      end
      if (timer) begin
        led = 8'b00000000;
      end else begin
        led = 8'b00001111;
      end
    end
    default: begin
  disp3 = 8'b00000000;
  disp2 = 8'b00000000;
  disp1 = 8'b00000000;
  disp0 = 8'b00000000;
  led = 8'b00000000;
end
  endcase
end
endmodule
==> constraint.sdc <==
current_design battleship

set clk_period 3.4
set clk_io_pct 0.2

create_clock -name clk0 -period $clk_period [get_ports {clk}]

set non_clock_inputs [all_inputs -no_clocks]
set_input_delay [expr $clk_period * $clk_io_pct] -clock clk0 $non_clock_inputs
set_output_delay [expr $clk_period * $clk_io_pct] -clock clk0 [all_outputs]
==> run.sh <==
#!/bin/bash
# OpenROAD 26Q1-2900-gdf79404cd8, Yosys 0.63+post, stock flow scripts
make -C /OpenROAD-flow-scripts/flow DESIGN_CONFIG=/design/flow/config.mk WORK_HOME=/design/flow/orfs finish
==> flow_summary.yaml <==
# physical design summary
status:
  outcome: "finished clean"
clocking:
  clk_latency_ps: 340
  clk_pin_slew_ps: 60
  cts-root-buf: "clkbuf_16"
  cts_max_level: 3
  numClockSinks: 66
  cts_made_buffers: 9
  cts_tree: "done"
  cts_setup_buffers: 0
  clockBufferDepth: 2
worst_hold_path:
  worst_hold_path_type: "reg2reg"
cells_and_area:
  stdcell_area_sq_um: 5340
  layout_top_cells: "dfrtp_1 (65), clkdlybuf4s50_1 (44), inv_1 (41), nor2_1 (36), mux2i_1 (36)"
  finish.utilization_pct: 38.2
  stdcell_count: 694
  syn_to_final_growth_pct: 23.1
  mostFrequentLayoutCell: "dfrtp_1"
  drive_above_1_share_pct: 13.4
sta:
  finalCriticalPeriod_ps: 3190
  max_freq_mhz: 314
  skew_ps: 5.58
  worst_slack_ps: 211
  finalSetupViolations: 0
  rsz0062_at_grt: "false"
  period_used_pct: 93.8
  finalHoldViolations: 0
  worst_slew_pin_slew_ps: 910
  drv_slew: 0
  fin_setup_tns_ps: 0
  worst_slew_margin_rel_pct: 38.8
yosys:
  avgSynthCellArea_sq_um: 9.37
  synth-async-reset-ratio_pct: 100
  ys_types: 54
  ys_cells: 463
  syn_inst: 463
  ys_seq_share_pct: 38.1
  synth.cell_area_sq_um: 4340
  ff_type: "dfrtp_1"
  edf_count: 0
  ys_warn_count: 3
  ys_seq_elements: 66
  ys_area_sq_um: 4340
critical_path:
  critical_path.slowest_cell: "clkdlybuf4s50_1"
  critPathArrivalTime_ps: 2510
  path_delay_family: "buffers and inverters"
  cp_max_fo: 7
  path_buffers: 2
  crit_top_cell: "clkdlybuf4s50_1"
  cp_cell_sequence: "clkdlybuf4s50_1, nand2b_1, and3_2, o211ai_1, or3_1, clkdlybuf4s50_1"
  required_ps: 2720
  start_kind: "input pin"
  worstSetupPathType: "in2out"
  max_stage_delay_ps: 540
  worstSetupEndpointType: "primary output"
pwr:
  p_sw_share_pct: 25.3
  pwr-share-clk_pct: 47.0
  ir_drop_mv: 0.246
  p_sw_uw: 569
  power_density_nw_per_um2: 421
  power.internal_mw: 1.68
  p_comb_share_pct: 14.2
  p_leak_nw: 2.50
  seq_power_share_pct: 38.8
placement:
  portBuffers: 44
  dp_cells: 678
  placed_cell_area_sq_um: 4990
  dp_hpwl_mm: 8.25
  post-place-ws_ps: 156
  gp_congestion: 0.890
grt:
  grt_first_pass_wirelength_mm: 18.6
  grt_pass1_vias: 3438
  track_usage_pct: 16.3
  antenna_found_initial: 0
  grt_start_max_net_pins: 35
  globalRouteOverflowTotal: 0
route:
  drtIter0Drc: 256
  first_pass_iters: 4
  avgRoutedWirePerCell_um: 16.0
  num_vias: 3495
  viasPerCell: 5.04
  drc: 0
  drt_wl_total_mm: 11.1
  insertedDiodeCount: 0
  postRouteAntennaNets: 0
die:
  io_pins: 49
  fp_util_pct: 31.0
  die_h_um: 122
  chip_area_sq_um: 14900
  rows: 43
  chipWidth_um: 122
  core-area_sq_um: 14000
run:
  tool_warnings: 36
  max_cap_violations: 0
## layout make-up
class                      count  area (sq um)
timing repair buffer          66           631
tap                          180           225
multi-input combinational    324          2330
clock inverter                 7           118
sequential                    66          1650
clock buffer                   9           225
inverter                      42           158
fill                        1376          8650
## kinds of logic (layout without fill, tap and decap cells)
logic type / after synthesis / in the layout / share of synthesized area, %
adder cells (fa/ha/maj): 19 / 19 / 5.48
AND-OR/OR-AND: 111 / 111 / 17.2
AND/OR/NAND/NOR: 125 / 125 / 15.4
multiplexers: 55 / 55 / 13.2
flip-flops: 66 / 66 / 38.1
buffers and inverters: 76 / 124 / 8.48
XOR/XNOR: 10 / 10 / 2.02
other: 1 / 4 / 0.0865
## power groups by stage
stage / clock [mW] / combinational, mW / sequential [mW]
global route: 1.12 / 0.361 / 0.877
finish: 1.06 / 0.320 / 0.872
CTS: 1.07 / 0.324 / 0.869
## synthesized netlist by cell type (3+ instances only)
cell type / instances / area [sq um]
or2_2: 4 / 25.0
nor3_1: 10 / 50.1
dfrtp_1: 65 / 1630
nor2_1: 36 / 135
mux2_2: 16 / 180
inv_1: 42 / 158
nand2b_1: 4 / 25.0
xor2_1: 3 / 26.3
buf_4: 9 / 67.6
nor2b_1: 7 / 43.8
nand4_1: 3 / 18.8
nand2_1: 21 / 78.8
buf_6: 4 / 45.0
clkbuf_1: 15 / 56.3
or3_1: 6 / 37.5
a21oi_1: 15 / 75.1
o31ai_1: 3 / 22.5
o21ai_1: 4 / 20.0
ha_1: 19 / 238
mux2_1: 3 / 33.8
nor4_1: 3 / 18.8
buf_1: 3 / 11.3
o21ai_0: 25 / 125
o22ai_1: 4 / 25.0
a22oi_1: 5 / 37.5
xnor2_1: 7 / 61.3
and2_1: 6 / 37.5
a221o_1: 6 / 60.1
a211oi_1: 4 / 30.0
mux2i_1: 36 / 360
o211ai_1: 31 / 233
nand3_1: 9 / 45.0
## routing by layer
| metal | track usage (%) | part of all wire (%) |
|---|---|---|
| met1 | 26.1 | 49 |
| met2 | 23.8 | 44 |
| met4 | 2.06 | 1.3 |
| met3 | 3.04 | 4.7 |
| met5 | 0 | 0 |
## stage by stage
| step | total power [mW] | hold slack, ps |
|---|---|---|
| floorplan | 1.09 | 438 |
| global placement | 1.20 | 456 |
| detailed placement | 1.20 | 470 |
| CTS | 2.27 | 482 |
| global route | 2.36 | 517 |
| finish | 2.25 | 483 |
## worst paths after layout
check / from / endpoint / slack, ps / depth (start not counted)
max: pBb / disp0[3] / 210 / 6
max reg2reg: input_count[0]$_DFFE_PP0P_ / input_count[1]$_DFFE_PP0P_ / 1080 / 9
max in group asynchronous: rst / curr_state[0]$_DFF_PP1_ / 1900 / 3
min: timer_count[7]$_DFFE_PP0P_ / timer_count[7]$_DFFE_PP0P_ / 480 / 1
min reg2reg: timer_count[7]$_DFFE_PP0P_ / timer_count[7]$_DFFE_PP0P_ / 480 / 1
min in group asynchronous: rst / asynchronous set/reset pin / 820 / 2
## repair_timing
item | CTS | global route
endpoints found under the hold margin | 0 | 0
hold buffers | 0 | 0
resized | 0 | 1
endpoints found under the setup margin | 0 | 1
Power is estimated from default activity; no workload was simulated.
